$ cat design/flow/design.v
module uart_rx #(
    parameter integer c_clkfreq = 100_000_000,
    parameter integer c_baudrate = 115_200
)(
    input  wire           clk,
    input  wire           rx_i,
    output reg [3:0]      dout_o,
    output reg            rx_done_tick_o
);
    localparam integer c_bittimerlim = c_clkfreq / c_baudrate;
    localparam [1:0]
        S_IDLE  = 2'b00,
        S_START = 2'b01,
        S_DATA  = 2'b10,
        S_STOP  = 2'b11;
    reg [1:0]            state = S_IDLE;
    reg [15:0]           bittimer = 0;
    reg [1:0]            bitcntr = 0;
    reg [3:0]            shreg = 4'b0000;
    always @(posedge clk) begin
        case (state)
            S_IDLE: begin
                rx_done_tick_o <= 1'b0;
                bittimer <= 0;
                if (rx_i == 1'b0) begin
                    state <= S_START;
                end
            end
            S_START: begin
                if (bittimer == c_bittimerlim / 2 - 1) begin
                    state <= S_DATA;
                    bittimer <= 0;
                end else begin
                    bittimer <= bittimer + 1;
                end
            end
            S_DATA: begin
                if (bittimer == c_bittimerlim - 1) begin
                    if (bitcntr == 3) begin
                        state <= S_STOP;
                        bitcntr <= 0;
                    end else begin
                        bitcntr <= bitcntr + 1;
                    end
                    shreg <= {rx_i, shreg[3:1]};
                    bittimer <= 0;
                end else begin
                    bittimer <= bittimer + 1;
                end
            end
            S_STOP: begin
                if (bittimer == c_bittimerlim - 1) begin
                    state <= S_IDLE;
                    bittimer <= 0;
                    rx_done_tick_o <= 1'b1;
                end else begin
                    bittimer <= bittimer + 1;
                end
            end
            default: state <= S_IDLE;
        endcase
    end
    always @(posedge clk) begin
        dout_o <= shreg;
    end
endmodule
$ cat design/flow/run.sh
#!/bin/bash
# OpenROAD 26Q1-2900-gdf79404cd8, Yosys 0.63+post, stock flow scripts
make -C /OpenROAD-flow-scripts/flow DESIGN_CONFIG=/design/flow/config.mk WORK_HOME=/design/flow/orfs finish
$ cat design/flow/config.mk
export PLATFORM = sky130hd
export DESIGN_NAME = uart_rx
export DESIGN_NICKNAME = uart_rx
export VERILOG_FILES = /design/flow/design.v
export SDC_FILE = /design/flow/constraint.sdc
export NUM_CORES = 4
export LEC_CHECK = 1
export CORE_AREA = 10 10 99 99
export DIE_AREA = 0 0 109 109
$ cat design/flow/constraint.sdc
current_design uart_rx

set clk_period 2.3
set clk_io_pct 0.2

create_clock -name clk0 -period $clk_period [get_ports {clk}]

set non_clock_inputs [all_inputs -no_clocks]
set_input_delay [expr $clk_period * $clk_io_pct] -clock clk0 $non_clock_inputs
set_output_delay [expr $clk_period * $clk_io_pct] -clock clk0 [all_outputs]
==> out/metrics.yaml <==
cts.sinks: 29
p_leak_nw: 0.549
crit_type: "reg -> reg"
first_pass_iters: 3
yosysTopAreaCellShare_pct: 30.1
irDropWorstVdd_mv: 0.296
synth.distinct_cells: 29
fmax_mhz: 558
ctsLongestPathBuffers: 2
synthTopCellsByArea: "dfxtp_1 30%, edfxtp_1 20%, xnor2_1 8.6%, ha_1 6.6%, nor2_2 4.7%"
vias_per_cell: 3.51
startpoint_type: "flop"
placementRows: 32
drc: 0
ys.warnings.count: 1
slew_headroom_pct: 77.2
ant_nets: 0
comb_area_sq_um: 619
grt_use_total_pct: 3.63
synthesis.area_sq_um: 1330
setup_tns_ns: 0
top_area_cell: "dfxtp_1"
utilization_pct: 20.7
grt_pass1_wl_mm: 3.59
worstPathArrival_ns: 1.76
io_buffers: 6
hold_viol: 0
cts_root_buf: "clkbuf_8"
ys.flops: 29
critPathSlowestCell: "dfxtp_1"
critPathMaxStageDelay_ns: 0.41
core_region_area_sq_um: 7730
status: "finished, final reports clean"
setup_viol_count_final: 0
grt_overflow_total: 0
num-fill-cells: 816
clk_latency_ns: 0.28
ff_latch_area_sq_um: 671
cts_tree: "built"
drive_gt1_share_pct: 22.6
dieHeight_um: 109
grt_setup_unrepaired: "no"
ctsResizeCount: 0
syn_avg_cell_area_sq_um: 11.2
pin_count: 7
design_area_sq_um: 1600
tightestPinTransition_ns: 0.340
place_area_sq_um: 1510
period_used_pct: 77.9
end_kind: "flop"
timing.clock.skew_ns: 0.00616
maxCapViolCount: 0
wl_per_cell_um: 8.84
crit_required_ns: 2.27
initCoreUtil_pct: 17.2
cts_buffers: 5
ctsHoldBuffers: 0
tool_warnings: 29
dp_hpwl_mm: 1.48
crit_chain: "ha_1, and4b_2, nand4_1, a21o_1, a21oi_1"
yosys-stat-cells: 119
hold_class: "reg -> reg"
drtIter0Drc: 55
ys_seq_share_pct: 50.4
dieArea_sq_um: 11900
maxSlewViolCount: 0
cp_top_family: "AND-OR/OR-AND gates"
syn2layout_area_growth_pct: 20.0
antenna_cells: 0
num_vias: 825
power_density_nw_per_um2: 930
drt_wl_total_mm: 2.08
synthCells: 119
path_max_fanout: 5
die_w_um: 109
hold_ws_ns: 0.337
htreeDepth: 2
cp.buffers_inverters: 0
grt_max_degree: 17
finalWeightedCongestion: 0.783
antenna_found_initial: 0
dpl_worst_slack_ns: 0.509
grt_pass1_vias: 771
post_cts_buffers: 0
cts.clk_slew.worst_paths_ns: 0.07
ys_area_sq_um: 1330
fin_crit_ns: 1.79
fin_ws_ns: 0.508
## layout make-up
type | instances | area share, %
Tap cell | 102 | 7.99
Multi-Input combinational cell | 82 | 38.8
Timing Repair Buffer | 7 | 4.23
Clock buffer | 5 | 4.31
Sequential cell | 29 | 42.0
Clock inverter | 3 | 1.10
Inverter | 7 | 1.64
## cells in the final DEF, fill, tap and decap left out, types with 4 or more instances in the layout
| cell | n |
|---|---|
| clkbuf_8 | 5 |
| clkdlybuf4s50_1 | 6 |
| dfxtp_1 | 20 |
| edfxtp_1 | 9 |
| ha_1 | 7 |
| inv_1 | 7 |
| nand2_1 | 5 |
| nand3_1 | 5 |
| nand4_1 | 4 |
| nor2_1 | 12 |
| nor2_2 | 10 |
| nor3_1 | 4 |
| nor4_1 | 5 |
| xnor2_1 | 13 |
## metal layers
metal | part of all wire (%) | global-route usage [%] | up-vias | routed length, um
met5 | 0 | 0 | - | 0
met3 | 4.7 | 1.25 | 2 | 97
met2 | 41 | 5.27 | 9 | 842
met4 | 1.1 | 0.753 | 0 | 22
li1 | - | - | 437 | -
met1 | 54 | 5.13 | 377 | 1120
## synthesized netlist by cell type (all sizes together)
master   n
and4bb   1
a221o    1
dfxtp   20
xnor2   13
xor2     1
ha       7
inv      7
nand3    5
and3b    1
nor3     4
edfxtp   9
nor2    22
nand2    5
or2      1
nand4    5
o21ai    1
and4     1
and3     1
and2     1
nor4     7
and4b    1
a32oi    1
a21oi    1
buf      1
a21o     1
nor2b    1
## logic make-up (layout without fill, tap and decap cells)
kind of cell,after synthesis,in the layout,synth area share [%]
AND/OR/NAND/NOR,56,56,26.5
flip-flops,29,29,50.4
XOR/XNOR,14,14,9.21
buffers and inverters,8,22,3.10
adder cells (fa/ha/maj),7,7,6.58
AND-OR/OR-AND,5,5,4.23
## metrics by stage
stage | instances | total power [mW]
floorplan | 119 | 1.03
detailed placement | 227 | 1.10
global route | 235 | 1.57
global placement | 227 | 1.09
finish | 235 | 1.49
CTS | 235 | 1.50
## state kept, by name, summed over array words and instances, names as in the netlist
| signal | flops |
|---|---|
| bittimer | 16 |
| dout_o | 4 |
| shreg | 4 |
| bitcntr | 2 |
| state | 2 |
| rx_done_tick_o | 1 |
## worst reg2reg max path: cells and delay by family (launching register included)
family / cells / cell delay, ns
AND-OR/OR-AND: 2 / 0.43
AND/OR/NAND/NOR: 2 / 0.43
flip-flops: 1 / 0.41
adder cells (fa/ha/maj): 1 / 0.23
## where the power goes
part / internal (mW) / total [mW] / switching, mW
combinational: 0.182 / 0.439 / 0.258
clock: 0.208 / 0.404 / 0.196
sequential: 0.596 / 0.643 / 0.0473
total: 0.986 / 1.49 / 0.501
## worst paths after layout
| path | cells past startpoint | slack [ns] | endpoint | from |
|---|---|---|---|---|
| worst min register to register | 0 | 0.34 | dout_o[0]$_DFF_P_ | shreg[0]$_DFFE_PP_ |
| worst max register to register | 5 | 0.51 | state[0]$_DFFE_PP_ | bittimer[0]$_DFF_P_ |
| worst min-delay path | 0 | 0.34 | dout_o[0]$_DFF_P_ | shreg[0]$_DFFE_PP_ |
| worst max-delay path | 5 | 0.51 | state[0]$_DFFE_PP_ | bittimer[0]$_DFF_P_ |
Power is estimated from default activity; no workload was simulated.
